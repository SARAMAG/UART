==> ./design.v <==
  module UART(clk,rst,TxEn,Rx,Tx,RxEn, data );
     input  clk;   
	 input  rst;   
	 input  TxEn;  
     input  Rx;    
	 output Tx;    
	 output RxEn;  
     output  [7:0] data;  
      wire [7:0]  Tx_Data;    
      wire        TxDone ;    
  UART_TX  TX(
                  .clk(clk) ,
				  .rst(rst) ,
    	          .Tx(Tx)   ,
    	  	  	  .wr_en(TxEn),
    	    	  .TX_Done(TxDone),
       	    	  .in_data(Tx_Data)
                      );
 UART_RX  RX(
               .clk(clk) ,
			   .rst(rst) ,
               .Rx(Rx)   ,
               .R_rdy(RxEn) ,
               .data(data )
                );
endmodule
   module UART_RX 
    #(parameter CLKS_PER_BIT=4 )
	(clk,rst, Rx,R_rdy,data);
   input   clk,rst;	   						 
   input   Rx;         
   output  R_rdy;     
   output  [7:0] data;
	parameter STATE_IDLE  = 3'b000;	
    parameter STATE_START = 3'b001;
    parameter STATE_DATA  = 3'b010;
	parameter STATE_STOP  = 3'b011;
	parameter STATE_CLEAN = 3'b100;
	reg  rdy    ;
    reg [2:0] Next_state;	
    reg [2:0] Bit_POS ;     
	reg [7:0] Clock_Count ; 
    reg [7:0] Rx_data ;
  always @(posedge clk  )
   begin 
   if (rst) Next_state<=STATE_IDLE;
   else  
   begin
    case (Next_state)
       STATE_IDLE:
          begin
                rdy  <= 1'b0;
                Clock_Count <= 0;
                Bit_POS<= 0;
             if (Rx == 1'b0)           
                Next_state <= STATE_START;   
            else
               Next_state <= STATE_IDLE;
         end
         STATE_START:
	       begin
	 	rdy  <= 1'b0;
                Bit_POS<= 0;
        	if (Clock_Count == (CLKS_PER_BIT-1))      
              begin
		Clock_Count <= Clock_Count;
                if (Rx == 1'b0)  
                    Next_state<= STATE_DATA ;
                 else
                  Next_state <= STATE_IDLE; 
               end
            	else
              begin
                Clock_Count <= Clock_Count + 1;
				Next_state <= STATE_START;
               end
          end 
	  STATE_DATA:
	    begin	
		   if (Clock_Count < (CLKS_PER_BIT-1)/2)
              begin
                Clock_Count <= Clock_Count + 1;
	 	Next_state<= STATE_DATA ;
               end
           else
              begin
                Clock_Count <= 0;
              	Rx_data[Bit_POS] <= Rx; 	 
                if (Bit_POS< 7)              
                   begin
                   Bit_POS <= Bit_POS+ 1;
                   Next_state<= STATE_DATA ;
                   end
               else
                  begin
                     Bit_POS  <= 0;
                     Next_state <= STATE_STOP;
                  end
            end
       end 
       STATE_STOP:
      	  begin
            if (Clock_Count < CLKS_PER_BIT-1)
              begin
                Clock_Count <= Clock_Count + 1;
				Next_state<= STATE_STOP;
                end
            else
              begin
                 rdy <= 1'b1;   
		Clock_Count <= 0;
               Next_state<=STATE_CLEAN;
              end
          end 
       STATE_CLEAN :
          begin
             rdy <= 1'b0; 
			Next_state <= STATE_IDLE;
          end
       default :
            Next_state<= STATE_IDLE;
    endcase
	end
   end    
   assign  R_rdy = rdy;
   assign data = Rx_data;
endmodule  
   module UART_TX
     #(parameter CLKS_PER_BIT=4) 
   (clk, rst,wr_en, in_data, Tx, TX_Done  );
        input clk;
		input rst;
		input wr_en;             
		input [7:0] in_data;    
		output reg  Tx;        
		output      TX_Done;  
	parameter STATE_IDLE  = 3'b000;	
    parameter STATE_START = 3'b001;
    parameter STATE_DATA  = 3'b010;
	parameter STATE_STOP  = 3'b011;
	 reg [2:0]  Next_state;
	 reg [2:0] Bit_pos;      
	 reg [7:0] Tx_Data ;
	 reg [7:0] Clock_Count;  
     reg       Tx_Done  ;
 always @(posedge clk )
    begin
	 if (rst) Next_state<=STATE_IDLE;
    else 
     case (Next_state)
	      STATE_IDLE:
    		   begin
		        Tx <= 1'b1;    
                Tx_Done <= 1'b0;
                Clock_Count <= 0;
                Bit_pos <= 0;
		     if ( wr_en)  
              begin
              Tx_Data   <= in_data;
              Next_state<= STATE_START;
              end
            else
             Next_state <= STATE_IDLE;	
	       end
         STATE_START:
	       begin
		     Tx <= 1'b0;   
			  Bit_pos <= 0;
            if (Clock_Count < CLKS_PER_BIT-1)
              begin
               Clock_Count <= Clock_Count + 1;
			   Next_state <= STATE_START;
              end
		    else
			  	Next_state <= STATE_DATA;
          end
	   STATE_DATA:
	      begin	 
		     Tx <= Tx_Data[Bit_pos];
			 if (Clock_Count < (CLKS_PER_BIT-1))
              begin
                Clock_Count <= Clock_Count + 1;
			   Next_state <= STATE_DATA;
              end
		     else
              begin
                if (Bit_pos < 7)  
                  begin
                   Bit_pos <= Bit_pos + 1;
				 Next_state <= STATE_DATA;
                   end
                else
                  begin
                    Bit_pos <= 0;
                    Next_state <= STATE_STOP;
                  end
              end
		end 
       STATE_STOP:
      	  begin
		   Tx<= 1'b1;
            if (Clock_Count < CLKS_PER_BIT-1)
              begin
                Clock_Count <= Clock_Count + 1;
				 Next_state <= STATE_STOP;
              end
             else
              begin
               Tx_Done <= 1'b1;
               Next_state <= STATE_IDLE;
               end
          end 
      default :
            Next_state <= STATE_IDLE;
      endcase
      end  
   assign TX_Done = Tx_Done;
endmodule  
==> ./run.sh <==
#!/bin/bash
# OpenROAD 26Q1-2900-gdf79404cd8, Yosys 0.63+post, stock flow scripts
make -C /OpenROAD-flow-scripts/flow DESIGN_CONFIG=/design/flow/config.mk WORK_HOME=/design/flow/orfs finish
==> ./config.mk <==
export PLATFORM = sky130hd
export DESIGN_NAME = UART
export DESIGN_NICKNAME = UART
export VERILOG_FILES = /design/flow/design.v
export SDC_FILE = /design/flow/constraint.sdc
export NUM_CORES = 4
export LEC_CHECK = 1
export CORE_UTILIZATION = 30
==> ./constraint.sdc <==
current_design UART

set clk_period 3.2
set clk_io_pct 0.2

create_clock -name clk0 -period $clk_period [get_ports {clk}]

set non_clock_inputs [all_inputs -no_clocks]
set_input_delay [expr $clk_period * $clk_io_pct] -clock clk0 $non_clock_inputs
set_output_delay [expr $clk_period * $clk_io_pct] -clock clk0 [all_outputs]
==> results.toml <==
# implementation run metrics
[status]
status = "complete, no violations"

[detailed_routing]
wirelength_um = 3640
vias = 1479
wl_per_cell_um = 12.0
drtPass1Iterations = 4
n_antenna_cell = 0
drc = 0
dr.first_iter.drc_count = 122
ant_nets = 0
routed_via_density = 4.87

[power_and_ir_drop]
switchingPower_mw = 0.272
p_seq_share_pct = 55.4
combPwrFrac_pct = 10.8
power.internal_mw = 0.895
p_clk_share_pct = 33.8
p_sw_share_pct = 23.3
ir_drop_uv = 161
p_per_area_nw_per_um2 = 469
totalPowerFinal_mw = 1.17
leakage_nw = 0.861

[cts]
numCtsBuffers = 5
clk_latency_ns = 0.29
clockBufferDepth = 2
hold_buffers = 0
cts_root_buf = "clkbuf_8"
cts_setup_buffers = 0
clk_pin_slew_ns = 0.07
cts_tree = "yes"
cts_max_level = 2
clock-sinks = 41
cts_resized = 0

[final_timing]
relSlewSlack_pct = 44.4
worst_pin_slew_ns = 0.827
setup_ws_ns = 0.986
fmax_mhz = 452
clock_skew_ns = 0.00363
fin_crit_ns = 2.21
rsz0062_at_grt = "no"
slew_violations = 0
finalClockPeriodUsage_pct = 69.2
setup_viol = 0
fin_setup_tns_ns = 0
hold_viol_final = 0

[layout]
layout_top_cell = "edfxtp_1"
drive_above_1_share_pct = 9.62
final_layout_top_logic_cells = "edfxtp_1, nand3_1, clkdlybuf4s50_1, nor2_1, nand2_1"
area_growth_pct = 16.7
nFillCells = 665
layoutNonFillerInstCount = 304

[die]
die_x_um = 86.3
die_h_um = 86.3
initial_utilization_pct = 31.2
coreArea_um2 = 6830
dieArea_um2 = 7450
ios = 14
rows = 30

[place]
io_buffers = 13
pre_cts_slack_ns = 0.826
place_congestion = 0.785
dp.cells = 296
dp_hpwl_um = 2580

[logic_synthesis]
synth_area_um2 = 2130
edf_count = 32
synthCells = 189
yosys-stat-cells = 189
yosys_warnings = 10
ys_seq_share_pct = 53.5
yosys_area_um2 = 2130
ys_ff = 41
ys_types = 47
ff_type = "edfxtp_1"
synth-async-reset-ratio_pct = 0
postSynthAreaPerCell_um2 = 11.3

[worst_setup_path]
arrival_ns = 2.22
slowest_stage = "nor3_1"
startpoint_type = "register"
critical-path-max-stage-delay_ns = 0.48
crit_path_end_kind = "register"
crit_family = "simple AND/OR/NAND/NOR gates"
path_buffers = 1
worst-path-max-fanout = 6
crit_type = "register to register"
critPathRequiredTime_ns = 3.20
path_cells = "ha_1 > nor3_1 > nand2_1 > a211oi_1 > buf_4"

[grt]
grt_use_total_pct = 11.0
antenna_found_initial = 0
grt_pass1_wl_um = 6380
grt-ovfl-total = 0
grt_max_degree = 15
grt_pass1_vias = 1359

[worst_hold_path]
min_path_type = "register to register"

[flow_run]
warnings = 29
drv_cap = 0
-- layer usage --
layer | up-vias | track usage [%] | share of wire, %
li1 | 758 | - | -
met1 | 683 | 18.3 | 50
met2 | 33 | 15.2 | 44
met3 | 5 | 2.90 | 4.2
met4 | 0 | 1.52 | 1.8
met5 | - | 0 | 0
-- final timing paths --
check	start	end	slack, ns	cells past startpoint
worst max-delay path	TX.Clock_Count[0]$_SDFFCE_PP0P_	TX.Clock_Count[1]$_SDFFCE_PP0P_	0.99	5
worst min-delay path	RX.Next_state[4]$_DFF_P_	RX.Next_state[1]$_DFF_P_	0.50	1
worst max register to register	TX.Clock_Count[0]$_SDFFCE_PP0P_	TX.Clock_Count[1]$_SDFFCE_PP0P_	0.99	5
worst min register to register	RX.Next_state[4]$_DFF_P_	RX.Next_state[1]$_DFF_P_	0.50	1
-- cell usage after synthesis (all sizes together), types with 3 or more instances --
cell type	n	share of area, %
mux2	4	2.1
nand3	15	3.5
a22oi	3	1.1
nor4	3	1.9
nand2	12	2.1
nor2b	3	0.88
ha	8	4.7
inv	9	1.6
xnor2	3	1.2
and3	6	1.8
clkbuf	4	0.76
edfxtp	32	45
a21oi	10	2.3
o2bb2ai	5	2.1
nor3	6	1.4
or3	6	1.8
o21ai	5	1.2
dfxtp	9	8.4
nor2	12	2.1
xor2	7	2.9
-- cells by family after synthesis --
| logic type | Yosys count | synth area share [%] |
|---|---|---|
| adder cells (fa/ha/maj) | 8 | 4.69 |
| buffers and inverters | 13 | 2.35 |
| XOR/XNOR | 10 | 4.11 |
| AND/OR/NAND/NOR | 75 | 19.7 |
| multiplexers | 4 | 2.11 |
| AND-OR/OR-AND | 38 | 13.5 |
| flip-flops | 41 | 53.5 |
-- flip-flops by register name, indices dropped and copies added, names as in the netlist --
register        cells
RX.Bit_POS          3
RX.Clock_Count      8
RX.Next_state       5
RX.Rx_data          8
RX.rdy              1
TX.Bit_pos          3
TX.Clock_Count      8
TX.Next_state       4
TX.Tx               1
-- area by class of cell --
class | count | area, µm² | share of cell area, %
flip-flops and latches | 41 | 1140 | 45.9
multi-input cells | 135 | 942 | 37.9
repair buffers | 15 | 145 | 5.83
well taps | 96 | 120 | 4.83
clock buffers | 6 | 72.6 | 2.92
clock inverters | 2 | 33.8 | 1.36
inverters | 9 | 33.8 | 1.36
-- power by group through the flow --
stage / combinational, mW / sequential, mW / clock (mW)
after CTS: 0.127 / 0.647 / 0.408
after global routing: 0.143 / 0.654 / 0.428
final: 0.126 / 0.647 / 0.395
-- per-stage QoR --
stage	utilization, %	hold slack [ns]	area [µm²]
finish	36.4	0.501	2490
detailed placement	34.9	0.487	2380
CTS	36.4	0.502	2490
global route	36.4	0.533	2490
global placement	34.9	0.497	2380
floorplan	-	0.441	2130
Power is estimated from default activity; no workload was simulated.
